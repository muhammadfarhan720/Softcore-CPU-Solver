$ cat flow/design.v
module hex_displays(
	input  [23:0] value,
	output  [6:0] hex5, hex4, hex3, hex2, hex1, hex0
);
	hex_display h5(value[23:20], hex5),
	            h4(value[19:16], hex4),
					h3(value[15:12], hex3),
					h2(value[11: 8], hex2),
					h1(value[ 7: 4], hex1),
					h0(value[ 3: 0], hex0);
endmodule
module hex_display(
   input      [3:0] digit,
	output reg [7:0] hex
);
	always@(digit) begin
	   case(digit)
			4'h0:    hex = 7'h40;
			4'h1:    hex = 7'h79;
			4'h2:    hex = 7'h24;
			4'h3:    hex = 7'h30;
			4'h4:    hex = 7'h19;
			4'h5:    hex = 7'h12;
			4'h6:    hex = 7'h02;
			4'h7:    hex = 7'h78;
			4'h8:    hex = 7'h00;
			4'h9:    hex = 7'h10;
			4'ha:    hex = 7'h08;
			4'hb:    hex = 7'h03;
			4'hc:    hex = 7'h46;
			4'hd:    hex = 7'h21;
			4'he:    hex = 7'h06;
			4'hf:    hex = 7'h0e;
			default: hex = 7'h7f;
		endcase
	end
endmodule
$ cat flow/run.sh
#!/bin/bash
# OpenROAD 26Q1-2900-gdf79404cd8, Yosys 0.63+post, stock flow scripts
make -C /OpenROAD-flow-scripts/flow DESIGN_CONFIG=/design/flow/config.mk WORK_HOME=/design/flow/orfs finish
$ cat flow/config.mk
export PLATFORM = sky130hd
export DESIGN_NAME = hex_displays
export DESIGN_NICKNAME = hex_displays
export VERILOG_FILES = /design/flow/design.v
export SDC_FILE = /design/flow/constraint.sdc
export NUM_CORES = 4
export LEC_CHECK = 1
export CORE_AREA = 10 10 91 91
export DIE_AREA = 0 0 101 101
$ cat flow/constraint.sdc
current_design hex_displays

set clk_period 1.6
set clk_io_pct 0.2

create_clock -name clk0 -period $clk_period

set non_clock_inputs [all_inputs -no_clocks]
set_input_delay [expr $clk_period * $clk_io_pct] -clock clk0 $non_clock_inputs
set_output_delay [expr $clk_period * $clk_io_pct] -clock clk0 [all_outputs]
==> flow_summary.ini <==
; synthesis and place-and-route metrics
[global_routing]
grt_max_degree = 12
antenna_found_initial = 0
globalRoute.totalOverflow = 0
track_usage_pct = 9.83
grt_pass1_vias = 1908
grt_pass1_wl_mm = 8.88

[sta]
tightest_slew_ns = 0.231
slew_viol_final = 0
whs_ns = 1.04
fin_ws_ns = -0.134
rsz0062_at_grt = true
period_used_pct = 108
period_needed_ns = 1.73
setup_viol = 8
max_freq_mhz = 577
slew_headroom_pct = 84.5
hold_viol = 0

[critical_path]
critPathArrivalTime_ns = 1.41
crit_path_top_delay_cell = mux4_2
path_cells = buf_8 > buf_6 > ha_4 > buf_4 > mux4_2 > buf_2
crit_type = input port to output port
required_ns = 1.28
start_kind = input port
crit_fanout = 5
cp-end-kind = output port
cpPeakStageDelay_ns = 0.45

[drt]
wl_met1_mm = 2.59
via_per_inst = 4.64
ant_nets = 0
diodes = 0
firstDrtPassIters = 4
num_vias = 1926
topRoutingLayerUsed = met4
wl_mm = 5.42
dr_wl_met3_microns = 382
drc = 0
routedWlPerCell_microns = 13.1
routed-wl-met2_mm = 2.43
drtIter0Drc = 26

[place]
gp_congestion = 0.854
dp_cells = 390
hpwlAfterDp_mm = 3.76
post-place-ws_ns = -0.858
placed_cell_area_sq_um = 2770
place.port_buffers = 66

[finish]
drive_gt1_share_pct = 66.9
fin_cells = 415
fin_area_sq_um = 3410
clock_buffers = 0
fin_util_pct = 53.8
area.sequential_sq_um = 0
seq_cells = 0
syn2layout_area_growth_pct = 114

[outcome]
status = complete, but fails checks
violations = setup timing

[synthesis]
yosys-top-cells-area = ha_1, mux2i_1, mux4_1
ys_area_sq_um = 1590
synth_area_sq_um = 1590
synthMostInstantiatedCell = ha_1
syn_avg_cell_area_sq_um = 8.30
top_area_share_pct = 33.0
synthTopCellsByCount = ha_1, inv_1, mux2i_1, nor2_1, o21ai_0
postSynthSeqShare_pct = 0
yosysWarningCount = 7
yosys-stat-cells = 192
yosys.cell_types.count = 34
yosysTopAreaCell = ha_1
netlist_instances = 192

[power]
leakagePower_uw = 0.00162
powerDensity_nw_per_um2 = 243
irDropWorstVdd_uv = 135

[run]
drv_cap = 0
openroad.warnings = 70

[floorplan]
initCoreUtil_pct = 25.1
pin_count = 66
dieHeight_microns = 101
die_x_microns = 101
row_count = 29
chip_area_sq_um = 10200
core_sq_um = 6350

[hold_path]
hold_path_end = hex2[5]
holdPathStages = 4
min_from = value[11]
hold_class = input port to output port

[cts]
hold_buffers = 0
-- logic make-up (layout without fill, tap and decap cells) --
family,after synthesis,in the layout,share of synthesized area (%)
compound gates,48,48,20.9
simple gates,46,46,15.4
fa+ha+maj,42,42,33.0
buf+inv,30,176,9.42
mux,26,26,21.3
-- cell usage in the layout, fill, tap and decap left out, types with 3 or more instances in the layout --
cell type / Yosys / layout
mux4_2: 2 / 5
inv_2: 0 / 7
nand2_1: 6 / 4
o21ai_1: 6 / 12
a32o_1: 5 / 4
buf_2: 6 / 27
dlygate4sd2_1: 0 / 10
nand2b_1: 3 / 3
inv_8: 0 / 7
nor2b_2: 0 / 4
mux2i_1: 16 / 16
clkdlybuf4s15_1: 0 / 8
ha_2: 0 / 10
mux2_4: 0 / 3
o21ai_2: 0 / 3
buf_4: 2 / 61
clkbuf_2: 0 / 11
buf_8: 0 / 8
nor2_4: 0 / 3
a22o_1: 8 / 8
buf_6: 3 / 30
ha_1: 42 / 10
o31ai_2: 0 / 3
buf_12: 0 / 3
or3b_1: 5 / 5
nor2_2: 3 / 3
ha_4: 0 / 22
nor2_1: 15 / 12
-- timing repair --
item                       in CTS  in global routing
setup endpoints to repair      42                 36
pin swaps                      31                 27
resized                       343                 48
setup buffers                  21                  3
gates cloned                    3                  0
-- stage by stage --
step / power, uW / TNS [ns]
2_1_floorplan: 256 / 0
3_3_place_gp: 689 / -30.81
3_5_place_dp: 689 / -30.75
4_1_cts: 795 / -0.418
5_1_grt: 907 / -0.907
6_report: 829 / -0.441
-- routing by layer --
metal / up-vias / GRT usage (%)
met5: - / 0
met4: 0 / 0
met3: 2 / 2.43
met2: 48 / 16.1
met1: 895 / 13.6
li1: 981 / -
-- worst max-delay path, delay by kind of cell --
kind | cells | cell delay, ns
buf+inv | 4 | 0.48
mux | 1 | 0.45
fa+ha+maj | 1 | 0.16
-- worst max path at each step --
stage,start,endpoint,slack [ns]
6_report,value[0],hex0[3],-0.13
4_1_cts,value[1],hex0[3],-0.13
5_1_grt,value[0],hex0[3],-0.15
-- power breakdown --
group	switching (uW)	internal, uW	total [uW]
Sequential	0	0	0
Combinational	332	497	829
Clock	0	0	0
-- cell type report --
| class | instances | area (sq um) |
|---|---|---|
| tap | 77 | 96.3 |
| fill | 513 | 2940 |
| inverter | 18 | 143 |
| timing repair buffer | 158 | 1330 |
| multi-input combinational | 162 | 1840 |
Power is estimated from default activity; no workload was simulated.
