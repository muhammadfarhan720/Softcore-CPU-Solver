===== flow/design.v =====
module monitor(
	input             clk,
	input             reset_n,
	input             done,
	input       [3:0] address,
	input		  [31:0] result,
	output reg        start,
	output	  [31:0]	x,
	output     [31:0] data      
);
	reg 	      [3:0] state;				 
	reg        [31:0] runtime;				 
	reg         [5:0] count;				 
	reg 	     [31:0] results [0:15];	 
   reg 	     [31:0] stimulus;			 
	localparam sIDLE = 0, sSTART = 1, sWAIT1 = 2, sWAIT2 = 3, sDONE = 4;
	localparam MAXTEST = 15;
	always@(posedge clk) begin
		if(reset_n == 1'b0) begin
			start   <= 1'b0;
			state   <= sIDLE;
			runtime <= 32'd0;
			count   <= 6'd0;
		end
		else begin
			case(state) 
				sIDLE: begin
					if(done == 1'b1)
						state <= sSTART;
				end
				sSTART: begin
					start <= 1'b1;
					state <= sWAIT1;
				end
				sWAIT1: begin
					if(done == 1'b0) begin
						start   <= 1'b0;
						runtime <= runtime + 32'd1;
						state   <= sWAIT2;
					end
				end
				sWAIT2: begin
					runtime <= runtime + 32'd1;
					if(done == 1'b1) begin 
						results[count] <= result;
						state          <= sDONE;
					end
				end
				sDONE: begin
					if(count < MAXTEST) begin
						count <= count + 6'd1;
						state <= sIDLE;
					end
					else begin
						results[15] <= runtime;
					end
				end
            default: state <= sIDLE;
			endcase
		end
	end
	always@(count) begin
		case(count)
			4'h0:    stimulus = 32'hbf666666;    
			4'h1:    stimulus = 32'hbf333333;    
			4'h2:    stimulus = 32'hbf000000;    
			4'h3:    stimulus = 32'hbecccccd;    
			4'h4:    stimulus = 32'hbe99999a;    
			4'h5:    stimulus = 32'hbe4ccccd;    
			4'h6:    stimulus = 32'hbdcccccd;    
			4'h7:    stimulus = 32'h00000000;    
			4'h8:    stimulus = 32'h3dcccccd;    
			4'h9:    stimulus = 32'h3e4ccccd;    
			4'ha:    stimulus = 32'h3e99999a;    
			4'hb:    stimulus = 32'h3ecccccd;    
			4'hc:    stimulus = 32'h3f000000;    
			4'hd:    stimulus = 32'h3f333333;    
			4'he:    stimulus = 32'h3f666666;    
			default: stimulus = 32'hffffffff;				
		endcase
	end
	assign x     = stimulus;
	assign data  = results[address];
endmodule

===== flow/constraint.sdc =====
current_design monitor

set clk_period 11.2
set clk_io_pct 0.2

create_clock -name clk0 -period $clk_period [get_ports {clk}]

set non_clock_inputs [all_inputs -no_clocks]
set_input_delay [expr $clk_period * $clk_io_pct] -clock clk0 $non_clock_inputs
set_output_delay [expr $clk_period * $clk_io_pct] -clock clk0 [all_outputs]

===== flow/config.mk =====
export PLATFORM = sky130hd
export DESIGN_NAME = monitor
export DESIGN_NICKNAME = monitor
export VERILOG_FILES = /design/flow/design.v
export SDC_FILE = /design/flow/constraint.sdc
export NUM_CORES = 4
export LEC_CHECK = 1
export CORE_UTILIZATION = 30

===== flow/run.sh =====
#!/bin/bash
# OpenROAD 26Q1-2900-gdf79404cd8, Yosys 0.63+post, stock flow scripts
make -C /OpenROAD-flow-scripts/flow DESIGN_CONFIG=/design/flow/config.mk WORK_HOME=/design/flow/orfs finish

==> impl_metrics.csv <==
group,metric,value,unit
run_status,status,"completed",
timing,clock_skew,13.1,ps
critical_path,critPathLaunchType,"input pin",
routing,drt-met1-wl,17900,um
logic_synthesis,synthArstFlopShare,0,%
critical_path,rr_endpoint,"results[15][12]",
logic_synthesis,synth-edff-count,512,
cts,cts_tree,"done",
logic_synthesis,avgSynthCellArea,20.3,sq um
hold_path,min_to,"state[2]",
logic_synthesis,ys_cells,1111,
timing,relSlewSlack,47.5,%
global_routing,grt_pass1_vias,12100,
cts,ctsHoldBuffers,0,
logic_synthesis,ff_type,"edfxtp_1",
routing,met3_length,9800,um
routing,antenna_cells_inserted,0,
timing,fin_crit_sh,68.6,%
critical_path,crit-reg2reg-launch,"count[1]",
critical_path,startpoint,"address[0]",
routing,dr_wl_met2,24900,um
timing,worstMarginPinSlew,787,ps
finish,final_cell_mix,"edfxtp_1, mux4_2, clkdlybuf4s50_1",
routing,drt-pass1-iter-count,6,
routing,drt_iter0_drc,556,
power,p_int,3.44,mW
global_routing,grt_overflow,0,
floorplanning,fp_util,30.3,%
placed_design,place_ws,3400,ps
timing,layout_setup_ws,3520,ps
timing,drv_slew,0,
routing,vias_per_cell,4.90,
global_routing,grt_usage,15.2,%
finish,lay_top_count,"edfxtp_1",
power,comb_power_share,4.3,%
hold_path,hp-class,"reg2reg",
finish,final_cells,2242,
logic_synthesis,ys_area,22600,sq um
power,leakage,8.36,nW
power,vdd_drop_max,0.118,mV
timing,hold-worst-slack,471,ps
hold_path,hp-start,"state[3]",
power,switchingPower,0.883,mW
global_routing,grt_pass1_wl,78600,um
cts,numCtsBuffers,56,
power,swShare,20.4,%
power,p_seq_share,53.4,%
routing,wirelength,53500,um
finish,drive_above_1_share,26.6,%
floorplanning,die_w,276,um
timing,finalHoldViolCount,0,
cts,clkTransAtPathRegs,60,ps
placed_design,hpwl,28100,um
timing,clock.fmax,130,MHz
logic_synthesis,ys_warn_count,1,
timing,fin_crit,7680,ps
placed_design,portBuffers,103,
run,drv_cap,0,
global_routing,grt_max_degree,62,
logic_synthesis,synthesis.area,22600,sq um
routing,drt-wirelength-per-cell,23.9,um
placed_design,routabilityCongestion,0.776,
power,powerDensity,163,nW/um^2
finish,design_area,26600,sq um
cts,htreeDepth,2,
logic_synthesis,synth_flops,568,
timing,rsz0062_at_grt,"false",
critical_path,reg2reg_depth,6,
run,warning_count,30,
logic_synthesis,synth_seq_share,73.0,%
hold_path,min_path_cells,1,
critical_path,crit_type,"in2out",
power,p_clk_share,42.3,%
global_routing,antenna_found_initial,6,
cts,cts_sinks,568,
critical_path,crit_fanout,42,
placed_design,dp_cells,2137,
critical_path,worstPathRequired,8960,ps
logic_synthesis,ys_types,54,
timing,setup_tns,0,ps
critical_path,cp.arrival,5440,ps
routing,route.antenna.remaining_nets,0,
floorplanning,dieArea,76400,sq um
cts,cts_setup_buffers,0,
cts,clk_latency,600,ps
cts,clockBufferDepth,3,
critical_path,r2r_slack,7630,ps
placed_design,placed_area,24800,sq um
routing,drcViolationCount,0,
finish,syn_to_final_growth,17.6,%
logic_synthesis,postSynthCellCount,1111,
cts,cts_resized,0,
floorplanning,row_count,100,
floorplanning,boundaryPins,104,
cts,root_buffer,"clkbuf_16",
routing,vias,11000,
routing,highest_layer,"met5",
floorplanning,core,74400,sq um
timing,setup-violations-final,0,
floorplanning,fp.dieH,276,um
critical_path,end_kind,"output port",
-- critical path, stage by stage --
cell	delay (ps)
clkbuf_8	440
buf_4	590
buf_4	560
mux4_2	580
mux4_2	510
clkdlybuf4s50_1	440
-- power groups by stage --
stage / Combinational [mW] / Clock [mW] / Sequential, mW
global route: 0.206 / 1.94 / 2.31
finish: 0.187 / 1.83 / 2.31
CTS: 0.193 / 1.87 / 2.31
-- flip-flops by register name, indices dropped and copies added, names as in the netlist, named ones only --
register / count
results: 512
start: 1
state: 5
count: 6
runtime: 32
-- kinds of logic after synthesis --
logic type               share of synthesized area (%)
flip-flops                                        73.0
multiplexers                                      18.0
AND/OR/NAND/NOR                                   4.35
buffers and inverters                             1.86
AND-OR/OR-AND                                     1.49
XOR/XNOR                                         0.776
adder cells (fa/ha/maj)                          0.443
-- worst max path at each step --
stage	to	slack, ps	depth (start not counted)
after CTS	data[3]	3410	6
after global routing	data[3]	3220	6
final	data[30]	3520	6
-- Yosys cell counts, drive strengths merged, types with 5 or more instances --
cell,number,area share [%]
edfxtp,512,68
nand2b,13,0.36
o21ai,16,0.35
mux2,33,1.6
xnor2,16,0.62
inv,8,0.13
mux2i,10,0.44
buf,38,1.1
nand4,10,0.28
mux4,160,16
nor2,24,0.40
ha,8,0.44
nand2,34,0.57
clkbuf,37,0.61
and3,8,0.22
nand3,23,0.51
or3,14,0.41
and2,26,0.72
nor3,10,0.22
dfxtp,56,5.0
a21oi,5,0.11
-- metal layers --
metal | global-route usage [%] | vias up
li1 | - | 4768
met1 | 17.4 | 5392
met2 | 22.6 | 734
met3 | 12.5 | 78
met4 | 2.25 | 10
met5 | 0.250 | -
-- stage by stage --
step	power (mW)	utilization (%)
6_report	4.32	35.7
5_1_grt	4.46	35.7
4_1_cts	4.38	35.7
3_5_place_dp	2.55	33.3
3_3_place_gp	2.54	33.3
2_1_floorplan	2.46	-
-- final cells by class --
type | count | area (sq um)
clock inverters | 31 | 265
multi-input cells | 459 | 5790
inverters | 9 | 33.8
clock buffers | 74 | 1530
flip-flops and latches | 568 | 16500
well taps | 969 | 1210
fillers | 6658 | 47900
repair buffers | 132 | 1230
Power and IR drop assume default switching activity.
